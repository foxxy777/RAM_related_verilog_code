## run.sh

```bash
#!/bin/bash
# OpenROAD 26Q1-2900-gdf79404cd8, Yosys 0.63+post, stock flow scripts
make -C /OpenROAD-flow-scripts/flow DESIGN_CONFIG=/design/flow/config.mk WORK_HOME=/design/flow/orfs finish
```

## config.mk

```make
export PLATFORM = sky130hd
export DESIGN_NAME = ram_readfirst
export DESIGN_NICKNAME = ram_readfirst
export VERILOG_FILES = /design/flow/design.v
export SDC_FILE = /design/flow/constraint.sdc
export NUM_CORES = 4
export LEC_CHECK = 1
export CORE_UTILIZATION = 30
```

## constraint.sdc

```tcl
current_design ram_readfirst

set clk_period 9.0
set clk_io_pct 0.2

create_clock -name clk0 -period $clk_period [get_ports {clk}]

set non_clock_inputs [all_inputs -no_clocks]
set_input_delay [expr $clk_period * $clk_io_pct] -clock clk0 $non_clock_inputs
set_output_delay [expr $clk_period * $clk_io_pct] -clock clk0 [all_outputs]
```

## design.v

```verilog
module ram_readfirst #(parameter addressWidth = 5,
                                  dataWidth = 32)
                      (input clk, we, en,
                       input [addressWidth-1:0] address,
                       input [dataWidth-1:0] din,
                       output [addressWidth-1:0] address_delay_w,
                       output [dataWidth-1:0] mem_0,
                       output reg [dataWidth-1:0] dout
                   );
reg [dataWidth-1:0] mem [2**addressWidth-1:0];
reg [addressWidth-1:0] address_delay;
always @ (posedge clk) begin
    if (en) begin
        if (we)begin
           mem[address] <= din;
        dout <= mem[address];
    end
    end
end
assign mem_0 = mem[0];
endmodule
```

==> impl_metrics.json <==
{
  "synthAdderAreaFrac": 0,
  "cp_common_cell": "buf_4",
  "layout.cells.non_filler": 4137,
  "end_kind": "register",
  "warning_count": 26,
  "die_h_um": 367,
  "grt_pass1_wl_um": 146000,
  "xor_area_frac": 0,
  "yosysChipArea_um2": 40000,
  "finClkSkew_ps": 51.8,
  "path_max_fanout": 68,
  "cts_made_buffers": 104,
  "period_minus_slack_ps": 4800,
  "port_buffers": 103,
  "setup.worst_path.start_class": "input pin",
  "clk_pin_slew_ps": 60,
  "syn_area_um2": 40000,
  "cts.sinks": 1056,
  "grt_usage": 0.158,
  "setup_ws_ps": 4200,
  "grt_max_degree": 99,
  "cts_tree": "yes",
  "fp-row-count": 133,
  "tns_ps": 0,
  "dieArea_um2": 135000,
  "gp_congestion": 0.852,
  "clock-root-buffer": "clkbuf_16",
  "drcViolationCount": 0,
  "fp_util": 0.303,
  "synth_top_flop_cell": "edfxtp_1",
  "postSynthCellCount": 2115,
  "peakVddDrop_v": 0.000167,
  "hold_viol": 0,
  "slew_headroom": 0.376,
  "dpl_worst_slack_ps": 3500,
  "pin_count": 109,
  "antenna_found_initial": 3,
  "yosys_warnings": 6,
  "fp.coreArea_um2": 132000,
  "rsz0062_at_grt": "no",
  "n_fill_cell": 11900,
  "post-place-cells": 3942,
  "slew_viol_final": 0,
  "wl_per_cell_um": 24.2,
  "avgSynthCellArea_um2": 18.9,
  "hold_buffers": 0,
  "syn_to_final_growth_pct": 17.3,
  "synthDistinctLibCells": 25,
  "ys_seq_frac": 0.792,
  "ys_sh_simple": 0.0224,
  "crit_required_ps": 9330,
  "clk_path_buf_depth": 3,
  "overflow": 0,
  "htree_num_levels": 3,
  "drtAntennaViolNets": 0,
  "maxCapViolations": 0,
  "cp_slowest_stage_delay_ps": 890,
  "worstMarginPinSlew_ps": 927,
  "cts_resized": 0,
  "p_leak_uw": 0.0158,
  "drt_first_pass_iters": 5,
  "clk-insertion-delay-late_ps": 700,
  "edf_count": 1056,
  "postCtsSetupBuffers": 0,
  "slowest_stage": "nor2_4",
  "synthTopLogicFamily": "multiplexers",
  "power_density_nw_per_um2": 215,
  "cp_cell_sequence": "buf_8 -> buf_4 -> nand3_1 -> nor2_4 -> buf_4",
  "grt_pass1_vias": 22000,
  "max_freq_mhz": 209,
  "compound_area_frac": 0.0400,
  "avgViaCountPerCell": 4.93,
  "mux_area_frac": 0.128,
  "totalWireLength_um": 100000,
  "drtIter0Drc": 1058,
  "fin_util": 0.356,
  "worstPathArrival_ps": 5120,
  "critPathKind": "input pin to register",
  "fp.dieW_um": 367,
  "drive_above_1_share": 0.125,
  "hpwlAfterDp_um": 58000,
  "diodes": 0,
  "ys_cells": 2115,
  "min_period_over_period": 0.533,
  "synth-seq-cells": 1056,
  "synthArstFlopShare": 0,
  "vias": 20400,
  "hold_class": "register to register",
  "status": "completed",
  "finalSetupViolations": 0
}
layout by cell type, fill, tap and decap left out:
cell type        count
edfxtp_1          1056
mux2i_1            512
o22ai_1            256
clkbuf_16          107
clkdlybuf4s50_1    102
buf_4               94
nor4_1              64
nand2_1             34
clkinv_2            32
nor2_4              28
clkinv_1            23
clkbuf_1            17
bufinv_16            8
nand4bb_2            6
conb_1               5
nand3b_1             4
nor3_2               4
nand4b_1             4
or3b_2               3
or4b_1               3
inv_6                3
buf_12               3
nand3_1              2
inv_16               2
clkinv_8             2
and2_2               1
nor2_1               1
or3_1                1
nand4_1              1
or4b_2               1
or4_4                1
clkinvlp_4           1
buf_8                1
cells by family after synthesis:
kind of cell / Yosys count
AOI/OAI and AO/OA: 256
buffers and inverters: 132
DFF: 1056
muxes: 512
other: 1
and+or+nand+nor: 158
synthesized netlist by cell type, types with 5 or more instances:
| cell | number | area share |
|---|---|---|
| edfxtp_1 | 1056 | 0.79 |
| nand4bb_1 | 6 | 0.0017 |
| buf_1 | 5 | 0.00047 |
| nor2_1 | 29 | 0.0027 |
| buf_2 | 82 | 0.010 |
| o22ai_1 | 256 | 0.040 |
| nand2_1 | 34 | 0.0032 |
| buf_4 | 10 | 0.0019 |
| mux2i_1 | 512 | 0.13 |
| nor4_1 | 64 | 0.010 |
| clkbuf_1 | 28 | 0.0026 |
area by class of cell:
class,instances,area [um^2],share of cell area
Tap cell,1755,2200,0.0468
Clock inverter,71,593,0.0126
Multi-Input combinational cell,931,7900,0.168
Sequential cell,1056,31700,0.675
Clock buffer,124,2740,0.0584
Timing Repair Buffer,200,1800,0.0384
per-layer routing:
layer | vias to the layer above | share of wire | wire length (um) | track usage
li1 | 9003 | - | - | -
met1 | 9943 | 0.34 | 34500 | 0.175
met2 | 1290 | 0.45 | 45100 | 0.229
met3 | 157 | 0.18 | 18400 | 0.142
met4 | 6 | 0.022 | 2190 | 0.0284
met5 | - | 0.0014 | 144 | 0.00819
power by group:
| group | internal, uW | switching (uW) |
|---|---|---|
| combinational | 150 | 276 |
| sequential | 5460 | 13.1 |
| clock | 2410 | 1800 |
flip-flops by register name (all words and copies together) (netlist names):
| name | cells |
|---|---|
| dout | 32 |
| mem | 1024 |
stage by stage:
step,hold slack [ps],cell area [um^2],power [uW]
finish,695,46900,10100
global route,764,46900,10400
CTS,706,46900,10200
detailed placement,718,43600,6000
global placement,714,43600,6000
floorplan,651,40000,5790
worst paths after layout:
kind                                             from              endpoint  slack, ps  depth (start not counted)
worst max register to register  mem[21][14]$_DFFE_PP_    dout[14]$_DFFE_PP_       7070                          4
worst max-delay path                       address[1]  mem[15][3]$_DFFE_PP_       4200                          5
worst min-delay path             mem[28][3]$_DFFE_PP_     dout[3]$_DFFE_PP_        690                          4
worst min register to register   mem[28][3]$_DFFE_PP_     dout[3]$_DFFE_PP_        690                          4
critical path: cells and delay by family:
kind / cells / cell delay (ps)
AND/OR/NAND/NOR: 2 / 1610
buffers and inverters: 3 / 1600
Power is estimated from default activity; no workload was simulated.
