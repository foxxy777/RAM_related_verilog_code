<file path="/design/flow/design.v">
module ram_no_change #(parameter addressWidth = 5,
    dataWidth = 32)
    (input clk, we, en,
        input [addressWidth-1:0] address,
        input [dataWidth-1:0] din,
        output [addressWidth-1:0] address_delay_w,
        output [dataWidth-1:0] mem_0,
        output reg [dataWidth-1:0] dout
    );
    reg [dataWidth-1:0] mem [2**addressWidth-1:0];
    reg [addressWidth-1:0] address_delay;
    always @ (posedge clk) begin
        if (en) begin
            if (we)
                mem[address] <= din;
            else
                dout <= mem[address];
        end
    end
    assign mem_0 = mem[0];
    endmodule
</file>
<file path="/design/flow/run.sh">
#!/bin/bash
# OpenROAD 26Q1-2900-gdf79404cd8, Yosys 0.63+post, stock flow scripts
make -C /OpenROAD-flow-scripts/flow DESIGN_CONFIG=/design/flow/config.mk WORK_HOME=/design/flow/orfs finish
</file>
<file path="/design/flow/config.mk">
export PLATFORM = sky130hd
export DESIGN_NAME = ram_no_change
export DESIGN_NICKNAME = ram_no_change
export VERILOG_FILES = /design/flow/design.v
export SDC_FILE = /design/flow/constraint.sdc
export NUM_CORES = 4
export LEC_CHECK = 1
export CORE_UTILIZATION = 50
</file>
<file path="/design/flow/constraint.sdc">
current_design ram_no_change

set clk_period 3.7
set clk_io_pct 0.2

create_clock -name clk0 -period $clk_period [get_ports {clk}]

set non_clock_inputs [all_inputs -no_clocks]
set_input_delay [expr $clk_period * $clk_io_pct] -clock clk0 $non_clock_inputs
set_output_delay [expr $clk_period * $clk_io_pct] -clock clk0 [all_outputs]
</file>
==> GITHUB_STEP_SUMMARY <==
### Flow metrics

| Metric | Value |
|---|---|
| GPL Wtd Cong | 0.874 |
| Actual slew at the worst max-slew pin | 0.838 ns |
| Ys Warns | 6 |
| CTS H-tree depth | 3 |
| Chip area | 81400 um2 |
| Worst setup path startpoint | address[0] |
| Cell taking the most area after synthesis | edfxtp_1 |
| Fp_density | 0.507 |
| Arr. time, crit path | 3.23 ns |
| Clock Path Buffers | 3 |
| Vias | 20800 |
| Crit-path cells | clkdlybuf4s50_1 > or4b_2 > buf_12 > o22ai_1 > nor4_1 > nand2_1 |
| Initial antenna violation count | 3 |
| Drt drc | 0 |
| Max Clock Freq | 0.350 GHz |
| Count leader, synth | edfxtp_1 |
| Synth cell count leaders | 1056 x edfxtp_1, 512 x mux2i_1, 256 x o22ai_1 |
| Clock root cell | clkbuf_16 |
| IO buf count | 103 |
| Global route total overflow | 0 |
| # IOs | 109 |
| DRT iter0 DRCs | 1229 |
| Reg2reg start | mem[0][31] |
| Total CTS buffers | 105 |
| Hold_buf cts | 0 |
| WP data required | 4.07 ns |
| Clock Sink Count | 1056 |
| Global-route wire length before repair | 146 mm |
| Die Wd | 285 um |
| Top cells by area | edfxtp_1 79%, mux2i_1 13%, o22ai_1 4.0%, nor4_1 1.0%, buf_2 0.94% |
| Tool warnings | 26 |
| RR Endpoint | dout[31] |
| Syn Std Cell Area | 40100 um2 |
| Vias in the first global route | 22200 |
| Antenna Nets Post-Route | 0 |
| Netlist cell types | 24 |
| Register share after synthesis | 0.790 |
| Largest net degree at the start of global routing | 53 |
| Status | completed |
| Cell Rows | 103 |
| WS Path Type | input port to flop |
| CTS tree | done |
| Worst hold-check path type | flop to flop |
| First-pass detailed-route iteration total | 5 |
| Pwr/cell area | 522 nW/um2 |
| Layout area overhead | 17.5% |
| DRT Wirelength | 99.8 mm |
| Max VDD drop | 0.350 mV |
| Dpl hpwl | 58.1 mm |
| Hold_ws | 0.719 ns |
| Post-layout period usage | 0.772 |
| Register-to-Register Path Depth | 4 |
| Final setup viols | 0 |
| DR WL/cell | 28.4 um |
| Critical path endpoint category | flop |
| Unrepaired setup endpoints after global routing | no |
| Flop2flop setup slack | 1.84 ns |
| Synthesized instance count | 2116 |
| CP max-delay cell | clkdlybuf4s50_1 |
| Clock skew | 0.0228 ns |
| Worst-path clk slew | 0.06 ns |
| Max_slew headroom | 0.442 |
| Worst-path fanout max | 22 |
| Ys cells | 2116 |
| Post-CTS setup-driven buffer insertion count | 0 |
| Die H | 285 um |
| Synth async-reset ratio | 0 |
| Fillers | 5662 |
| Layout cells sized above 1 | 0.153 |
| CP peak stage delay | 0.74 ns |
| Critical Path Sink | dout[27] |
| Final TNS setup | 0 ns |
| CP Launch Type | input port |
| Final Hold Vio Count | 0 |
| Max Cap Viol | 0 |
| GRT Total Usage | 0.280 |
| Crit path time final | 2.86 ns |
| Post-synth regs | 1056 |
| Vias/cell | 5.92 |
| YS chip area | 40100 um2 |
| Post-synth EDFFs | 1056 |
| Resize count post-CTS | 0 |
| Commonest flop | edfxtp_1 |
| Core region area | 79100 um2 |
| Clock latency (worst-skew pair) | 0.66 ns |
| Final Slew Violations | 0 |
| Synth top area share | 0.790 |
| Static Leak | 16.3 nW |
| Synth Area per Inst | 19.0 um2 |
metal layers:
metal	vias to the layer above	routed length (um)	global-route usage	part of all wire
li1	9191	-	-	-
met1	10100	34300	0.387	0.34
met2	1334	45800	0.389	0.46
met3	148	17400	0.211	0.17
met4	4	2280	0.0517	0.023
met5	-	93	0.00872	0.00093
how the worst min path moves through the flow:
stage	from	to	slack (ns)	cells after the start
6_report	mem[9][16]	dout[16]	0.72	4
4_1_cts	mem[9][16]	dout[16]	0.72	4
5_1_grt	mem[30][16]	dout[16]	0.75	4
critical path, delay by kind of cell:
family                 cells  cell delay [ns]
buffers and inverters      2             1.01
and+or+nand+nor            3             1.34
AOI/OAI and AO/OA          1             0.13
final cells by class:
cell class                      count  area (um2)  area share
Antenna cell                        1        2.50   0.0000531
Clock buffer                      128        2760      0.0585
Clock inverter                     64         556      0.0118
Multi-Input combinational cell    933        7950       0.169
Sequential cell                  1056       31700       0.673
Tap cell                         1050        1310      0.0279
Timing Repair Buffer              285        2840      0.0603
stage by stage:
step | utilization | setup slack (ns) | power [mW] | instance area, um2 | std cells
5_1_grt | 0.596 | 0.791 | 25.3 | 47100 | 3517
4_1_cts | 0.596 | 0.855 | 24.8 | 47100 | 3516
3_3_place_gp | 0.554 | 0.208 | 14.6 | 43800 | 3324
2_1_floorplan | - | 0.201 | 14.1 | 40200 | 2120
6_report | 0.596 | 0.845 | 24.6 | 47100 | 3517
3_5_place_dp | 0.554 | 0.158 | 14.7 | 43800 | 3324
layout by cell type (no fill, tap or decap):
cell,netlist,final
edfxtp_1,1056,1056
mux2i_1,512,512
o22ai_1,256,256
buf_4,13,147
clkbuf_16,0,107
clkdlybuf4s50_1,0,102
nor4_1,64,64
nand2_1,36,36
buf_12,0,35
nor2_4,0,28
clkinv_2,0,22
clkinv_1,0,21
clkbuf_1,24,21
bufinv_16,0,9
clkinvlp_4,0,7
nand4bb_2,0,6
nand4b_1,5,5
conb_1,1,5
nor3_4,0,4
inv_6,0,4
or3b_1,2,2
nor2_1,30,2
or3_1,2,2
nand4_1,2,2
nand3b_1,2,2
or4b_4,2,2
or4b_2,0,2
diode_2,0,1
nand3_1,1,1
nor2b_4,0,1
or4_4,1,1
clkinv_4,0,1
buf_8,0,1
power breakdown:
group	switching, mW	leakage (nW)	internal, mW
clock	4.28	1.61	5.91
sequential	0.0297	9.52	13.3
combinational	0.670	5.21	0.430
sequential cells by signal (all words and copies together) (netlist names):
signal / flops
mem: 1024
dout: 32
cells by family (layout without fill, tap and decap cells):
kind of cell,after synthesis,in the layout,share of synthesized area
DFF,1056,1056,0.790
muxes,512,512,0.128
AOI/OAI and AO/OA,256,256,0.0399
and+or+nand+nor,160,160,0.0226
buffers and inverters,131,477,0.0192
other,1,6,0.0000935
No activity file was given, so power comes from the tool's default toggle rates.
