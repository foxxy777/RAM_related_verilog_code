==> /design/flow/design.v <==
module ram_writefirst #(parameter addressWidth = 5,
    dataWidth = 32)
    (input clk, we, en,
        input [addressWidth-1:0] address,
        input [dataWidth-1:0] din,
        output [addressWidth-1:0] address_delay_w,
        output [dataWidth-1:0] mem_0,
        output [dataWidth-1:0] dout
    );
    reg [dataWidth-1:0] mem [2**addressWidth-1:0];
    reg [addressWidth-1:0] address_delay;
    always @ (posedge clk) begin
        if (en) begin
            if (we)begin
                mem[address] <= din;
                address_delay <= address;
            end
        end
    end
    assign dout = mem[address_delay];
    assign mem_0 = mem[0];
    assign address_delay_w = address_delay;
    endmodule
==> /design/flow/run.sh <==
#!/bin/bash
# OpenROAD 26Q1-2900-gdf79404cd8, Yosys 0.63+post, stock flow scripts
make -C /OpenROAD-flow-scripts/flow DESIGN_CONFIG=/design/flow/config.mk WORK_HOME=/design/flow/orfs finish
==> /design/flow/config.mk <==
export PLATFORM = sky130hd
export DESIGN_NAME = ram_writefirst
export DESIGN_NICKNAME = ram_writefirst
export VERILOG_FILES = /design/flow/design.v
export SDC_FILE = /design/flow/constraint.sdc
export NUM_CORES = 4
export LEC_CHECK = 1
export CORE_UTILIZATION = 30
==> /design/flow/constraint.sdc <==
current_design ram_writefirst

set clk_period 29.7
set clk_io_pct 0.2

create_clock -name clk0 -period $clk_period [get_ports {clk}]

set non_clock_inputs [all_inputs -no_clocks]
set_input_delay [expr $clk_period * $clk_io_pct] -clock clk0 $non_clock_inputs
set_output_delay [expr $clk_period * $clk_io_pct] -clock clk0 [all_outputs]
==> run summary <==
The implementation run finished. Data arrival time at the worst-slack endpoint landed at 4.90 ns. The tightest min-delay check is of the register to register type. Looking at the cell usage after synthesis, the top flip-flop cell is sky130_fd_sc_hd__edfxtp_1. Minimum clock period landed at 10.84 ns.

The capture point of the critical path was reported as dout[26]. Nets still carrying antenna violations after routing amount to 0. Number of pins with negative max-slew slack in the final report landed at 0. Power per cell area landed at roughly 66 nW/µm². Yosys warning count landed at 1. After layout, the worst setup slack is 18.86 ns. Cell depth of the worst flop-to-flop path landed at 1. Netlist area before placement landed at 40200 µm².

Die width landed at roughly 370 µm. Compared with the post-synthesis result, the final layout area differs by 16.7%. Per the OpenROAD floorplan log, the area of the core is approximately 130000 µm². Die area landed at 135000 µm². Post-placement setup slack landed at 19.54 ns. The worst setup path is launched from a register. TritonRoute reported its final design rule violation total as 0. Setup repair after global routing left no endpoint under its margin. Total cells reported by yosys after synthesis landed at 2249. Number of rows created at floorplan landed at 133. Per the repair_timing log after CTS, setup buffers inserted total 0.

Per the synth log, the flip-flop and latch total comes to 1034. Per the power-grid run, VDD falls by no more than about 0.044 mV. Per the final layout report, the fraction of cells sized above drive strength 1 comes to 11.1%. In this run, post-CTS repair resized a total of 0 instances.

The via count of the first global-routing pass came to 21300. Detailed-route iteration 0 reported a violation count of around 1500. The first global-routing pass estimated 149 mm of wire. Hold-check failures listed in the final report amount to 0.

~110 I/O pins were placed. In the finished design, the share of the clock period the worst path needs comes to 36.5%. The transition time recorded at the tightest slew-check pin is 0.875 ns.

Biggest fanout along the worst timing path landed at just over 40. Number of buffers created by CTS landed at between 90 and 100. Along the worst hold path, the cell count comes to 2. The tree is rooted in a sky130_fd_sc_hd__clkbuf_16.

For this run, asynchronously set or reset flops after synthesis account for 0%. Global placer's final weighted congestion landed at 0.808. TritonRoute output was used to compute an average wire per cell of 24.3 µm.

TritonCTS built the clock tree. In the setup report, the worst path falls into the class register to output port. Total via count in the routed design landed at 20900. Counting only logic cells after layout, the most numerous master is sky130_fd_sc_hd__edfxtp_1.

Number of buffers added on ports landed at 108. Adding up every negative setup slack in the final design gives 0 ns. Number of vias per cell landed at 4.92. Number of warnings in the stage logs landed at 26. In the placement report, post-DP HPWL is listed as 56.5 mm. Area of the synthesized netlist per yosys stat landed at ~40000 µm². Maximum clock path buffer count landed at 3. Height of the chip landed at 368 µm.

Setup slack of the most critical reg-to-reg path landed at 28.84 ns. The initial antenna violation count was 2. In the final layout, the fill cell count is between 10000 and 15000. The run reported a max-capacitance violation count of 0.

The critical path endpoint has a required time of 23.76 ns. The timing report gives the clock slew at the launch and capture registers of the worst setup and hold paths as 0.07 ns. Per the GRT congestion report, total overflow comes to 0. Worst clock skew on the final layout landed at 0.00757 ns. Number of setup violations in the final report landed at 0. The launch point of the worst register-to-register path is recorded as address_delay[2]. Effective utilization at floorplan landed at 30.4%.

The number of antenna diodes in the final layout is 0. STA classifies the critical path endpoint as an output port. Post-synthesis area per instance landed at 17.9 µm². The post-CTS hold buffer count recorded in the log is 0. Entering global routing, the biggest net connects 73 pins. For this block, the routed nets add up to 104 mm of wire.

Per the slew report, the remaining headroom to the max-slew limit stands at around 42%. Counting every sink on the clock net gives 1034. Leakage power landed at 15.9 nW. Post-synthesis sequential area ratio landed at between 70% and 80%. Clock network latency to the later pin of the worst-skew pair landed at about 0.66 ns.

CTS built an H-tree with a depth of 3. The highest clock rate this design can be run at is 92.3 MHz. Total routing usage reported by global routing landed at ~16%.

The run finished with clean final reports. In the layout the commonest cells are sky130_fd_sc_hd__edfxtp_1 (1029), sky130_fd_sc_hd__mux2i_1 (512), sky130_fd_sc_hd__clkdlybuf4s50_1 (108). Number of detailed-route iterations in the first pass landed at 7. The synthesized netlist contains 26 unique library cells.

Post-synth tally of flip-flops with integrated enable landed at around 1000. Synthesis produced a netlist whose cell count is 2249.
==> stage by stage <==
step	hold WS [ns]	total power [mW]	cell area, µm²	std cells	util, %
after floorplan	0.415	1.78	40200	2249	-
after global placement	0.533	1.89	43700	4081	33.1
after detailed placement	0.525	1.89	43700	4081	33.1
after CTS	0.538	3.12	46900	4258	35.5
after global routing	0.556	3.19	46900	4258	35.5
final	0.531	3.10	46900	4258	35.5
==> power by group <==
part	switching, mW	internal (mW)	total, mW
clock	0.518	0.721	1.24
combinational	0.146	0.0903	0.237
sequential	0.00579	1.62	1.62
==> sequential cells by signal, summed over array words and instances (netlist names), named ones only <==
signal and flops:
mem 1024, address_delay 5
==> layer usage <==
metal / wire length (µm) / part of all wire [%] / global-route usage (%) / vias to the layer above
li1: - / - / - / 9290
met1: 39000 / 38 / 20.4 / 10500
met2: 49800 / 48 / 25.4 / 1025
met3: 12200 / 12 / 8.73 / 154
met4: 2540 / 2.5 / 3.38 / 4
met5: 26 / 0.025 / 0 / -
==> worst max-delay path: stages, from the launching register on <==
cell and delay [ns]:
sky130_fd_sc_hd__dfxtp_4 0.78, sky130_fd_sc_hd__buf_4 0.68, sky130_fd_sc_hd__buf_4 0.70, sky130_fd_sc_hd__buf_4 0.62, sky130_fd_sc_hd__mux2i_1 0.15, sky130_fd_sc_hd__a22o_1 0.24
sky130_fd_sc_hd__nor3_1 0.21, sky130_fd_sc_hd__a31oi_1 0.09, sky130_fd_sc_hd__nand3_1 0.16, sky130_fd_sc_hd__clkdlybuf4s50_1 0.50
==> kinds of logic (layout without fill, tap and decap cells) <==
logic type | after synthesis | in the layout | synth area share [%]
simple gates | 282 | 282 | 3.15
mux | 516 | 516 | 12.9
buf+inv | 129 | 383 | 1.91
compound gates | 288 | 288 | 4.88
flops | 1034 | 1034 | 77.2
==> cells in the mapped netlist, types with 3 or more instances <==
cell type,count,area share [%]
sky130_fd_sc_hd__a21oi_1,96,1.2
sky130_fd_sc_hd__a22o_1,64,1.4
sky130_fd_sc_hd__a22oi_1,96,1.8
sky130_fd_sc_hd__a31oi_1,32,0.50
sky130_fd_sc_hd__buf_1,5,0.047
sky130_fd_sc_hd__buf_2,30,0.37
sky130_fd_sc_hd__buf_4,33,0.62
sky130_fd_sc_hd__buf_6,15,0.42
sky130_fd_sc_hd__clkbuf_1,43,0.40
sky130_fd_sc_hd__dfxtp_1,5,0.25
sky130_fd_sc_hd__edfxtp_1,1029,77
sky130_fd_sc_hd__mux2_2,4,0.11
sky130_fd_sc_hd__mux2i_1,512,13
sky130_fd_sc_hd__nand2_1,103,0.96
sky130_fd_sc_hd__nand3_1,98,1.2
sky130_fd_sc_hd__nand3b_1,3,0.056
sky130_fd_sc_hd__nor2_1,35,0.33
sky130_fd_sc_hd__nor3_1,32,0.40
==> cell type report <==
type,count,area (µm²),area share [%]
Clock buffer,127,2650,5.64
Clock inverter,50,526,1.12
Inverter,1,3.75,0.00801
Multi-Input combinational cell,1086,8670,18.5
Sequential cell,1034,31000,66.1
Tap cell,1755,2200,4.68
Timing Repair Buffer,205,1830,3.91
==> worst min path at each step <==
stage	start	endpoint	slack, ns
after global routing	address_delay[1]	register	0.56
after CTS	address_delay[1]	register	0.54
final	address_delay[1]	register	0.53
Power figures rest on the tool's default switching activity, not on a simulated workload.
